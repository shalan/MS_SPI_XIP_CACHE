$ cat config.mk
export PLATFORM = sky130hd
export DESIGN_NAME = MS_SPI_XIP_CACHE_ahbl
export DESIGN_NICKNAME = MS_SPI_XIP_CACHE_ahbl
export VERILOG_FILES = /design/flow/design.v
export SDC_FILE = /design/flow/constraint.sdc
export NUM_CORES = 4
export LEC_CHECK = 1
export CORE_UTILIZATION = 30
$ cat constraint.sdc
current_design MS_SPI_XIP_CACHE_ahbl

set clk_period 42.0
set clk_io_pct 0.2

create_clock -name clk0 -period $clk_period [get_ports {HCLK}]

set non_clock_inputs [all_inputs -no_clocks]
set_input_delay [expr $clk_period * $clk_io_pct] -clock clk0 $non_clock_inputs
set_output_delay [expr $clk_period * $clk_io_pct] -clock clk0 [all_outputs]
$ cat design.v
`timescale          1ns/1ps
`default_nettype    none
module FLASH_READER_SPI (
    input   wire                    clk,
    input   wire                    rst_n,
    input   wire [23:0]             addr,
    input   wire                    rd,
    output  wire                    done,
    output  wire [(LINE_SIZE*8)-1: 0]   line,      
    output  reg                     sck,
    output  reg                     ce_n,
    input   wire                    miso,
    output                          mosi
);
    localparam  LINE_SIZE = 16;
    localparam  LINE_BYTES = LINE_SIZE;
    localparam  LINE_CYCLES = LINE_BYTES * 8;
    parameter   IDLE = 1'b0, 
                READ = 1'b1;
    reg         state, nstate;
    reg [7:0]   counter;
    reg [23:0]  saddr;
    reg [7:0]   data [LINE_BYTES-1 : 0]; 
    reg         first;
    wire[7:0]   CMD     = 8'h03;
    wire [7:0] data_0 = data[0];
    wire [7:0] data_1 = data[1];
    wire [7:0] data_15 = data[15];
    always @*
        case (state)
            IDLE: if(rd) nstate = READ; else nstate = IDLE;
            READ: if(done) nstate = IDLE; else nstate = READ;
        endcase 
    always @ (posedge clk or negedge rst_n)
        if(!rst_n) 
            state <= IDLE;
        else 
            state <= nstate;
    always @ (posedge clk or negedge rst_n)
        if(!rst_n) 
            sck <= 1'b0;
        else if(~ce_n) 
            sck <= ~ sck;
        else if(state == IDLE) 
            sck <= 1'b0;
    always @ (posedge clk or negedge rst_n)
        if(!rst_n) ce_n <= 1'b1;
        else if(state == READ) ce_n <= 1'b0;
        else ce_n <= 1'b1;
    always @ (posedge clk or negedge rst_n)
        if(!rst_n) counter <= 8'b0;
        else if(sck & ~done) counter <= counter + 1'b1;
        else if(state == IDLE) 
            counter <= 8'd0;
    always @ (posedge clk or negedge rst_n)
        if(!rst_n) saddr <= 24'b0;
        else if((state == IDLE) && rd) saddr <= addr;
    always @ (posedge clk)
        if(counter >= 32 && counter <= 31+LINE_BYTES*8)
            if(sck) data[counter/8-4] <= {data[counter/8 - 4][6:0], miso};  
    assign mosi     =   (counter < 8)   ? CMD[7 - counter]  :
                        (counter < 32)  ? saddr[31 - counter]   :
                        1'b0;
    assign done     = (counter == (31 + LINE_BYTES * 8));
    generate
        genvar i; 
        for(i=0; i<LINE_BYTES; i=i+1)
            assign line[i*8+7: i*8] = data[i];
    endgenerate
endmodule
module DMC_Nx16 #(parameter NUM_LINES = 16) (
    input wire          clk,
    input wire          rst_n,
    input wire  [23:0]  A,
    input wire  [23:0]  A_h,
    output wire [31:0]  Do,
    output wire         hit,
    input wire [(LINE_SIZE*8)-1:0]  line,
    input wire          wr
);
    localparam      LINE_SIZE   = 16 ;
    localparam      LINE_WIDTH  = LINE_SIZE * 8;
    localparam      INDEX_WIDTH = $clog2(NUM_LINES);
    localparam      OFF_WIDTH   = $clog2(LINE_SIZE);
    localparam      TAG_WIDTH   = 24 - INDEX_WIDTH - OFF_WIDTH;
    reg [(LINE_WIDTH - 1): 0]   LINES   [(NUM_LINES-1):0];
    reg [(TAG_WIDTH - 1) : 0]   TAGS    [(NUM_LINES-1):0];
    reg                         VALID   [(NUM_LINES-1):0];
    wire [(OFF_WIDTH - 1) : 0]  offset  =   A[(OFF_WIDTH - 1): 0];
    wire [(INDEX_WIDTH -1): 0]  index   =   A[(OFF_WIDTH+INDEX_WIDTH-1): (OFF_WIDTH)];
    wire [(TAG_WIDTH-1)   : 0]  tag     =   A[23:(OFF_WIDTH+INDEX_WIDTH)];
    wire [(INDEX_WIDTH -1): 0]  index_h =   A_h[(OFF_WIDTH+INDEX_WIDTH-1): (OFF_WIDTH)];
    wire [(TAG_WIDTH-1)   : 0]  tag_h   =   A_h[23:(OFF_WIDTH+INDEX_WIDTH)];
    assign  hit =   VALID[index_h] & (TAGS[index_h] == tag_h);
    assign  Do  =   (offset[3:2] == 2'd0) ?  LINES[index][31:0] :
                    (offset[3:2] == 2'd1) ?  LINES[index][63:32] :
                    (offset[3:2] == 2'd2) ?  LINES[index][95:64] :
                    LINES[index][127:96];
    integer i;
    always @ (posedge clk or negedge rst_n)
        if(!rst_n) 
            for(i=0; i<NUM_LINES; i=i+1)
                VALID[i] <= 1'b0;
        else if(wr)  
            VALID[index]    <= 1'b1;
    always @(posedge clk)
        if(wr) begin
            LINES[index]    <= line;
            TAGS[index]     <= tag;
        end
endmodule
`timescale          1ns/1ps
`default_nettype    none
module MS_SPI_XIP_CACHE_ahbl #(parameter NUM_LINES = 16) (
    input   wire            HCLK,
    input   wire            HRESETn,
    input   wire            HSEL,
    input   wire [31:0]     HADDR,
    input   wire [1:0]      HTRANS,
    input   wire            HWRITE,
    input   wire            HREADY,
    output  reg             HREADYOUT,
    output  wire [31:0]     HRDATA,
    output  wire            sck,
    output  wire            ce_n,
    input   wire            miso,
    output  wire            mosi 
);
    localparam LINE_SIZE = 16;
    wire [31:0]                 c_datao;
    wire [(LINE_SIZE*8)-1:0]    c_line;
    wire                        c_hit;
    reg [1:0]                   c_wr;
    wire [23:0]                 c_A;
    wire            fr_rd;
    wire            fr_done;
    wire            doe;
    localparam [1:0]    IDLE    = 2'b00;
    localparam [1:0]    WAIT    = 2'b01;
    localparam [1:0]    RW      = 2'b10;
    reg [1:0]   state, nstate;
    reg             last_HSEL;
    reg [31:0]      last_HADDR;
    reg             last_HWRITE;
    reg [1:0]       last_HTRANS;
    always@ (posedge HCLK) begin
        if(HREADY) begin
            last_HSEL       <= HSEL;
            last_HADDR      <= HADDR;
            last_HWRITE     <= HWRITE;
            last_HTRANS     <= HTRANS;
        end
    end
    always @ (posedge HCLK or negedge HRESETn)
        if(HRESETn == 0) 
            state <= IDLE;
        else 
            state <= nstate;
    always @* begin
        nstate = IDLE;
        case(state)
            IDLE :   if(HTRANS[1] & HSEL & HREADY & c_hit) 
                            nstate = RW;
                        else if(HTRANS[1] & HSEL & HREADY & ~c_hit) 
                            nstate = WAIT;
            WAIT :   if(c_wr[1]) 
                            nstate = RW; 
                        else  
                            nstate = WAIT;
            RW   :   if(HTRANS[1] & HSEL & HREADY & c_hit) 
                            nstate = RW;
                        else if(HTRANS[1] & HSEL & HREADY & ~c_hit) 
                            nstate = WAIT;
        endcase
    end
    always @(posedge HCLK or negedge HRESETn)
        if(!HRESETn) 
            HREADYOUT <= 1'b1;
        else
            case (state)
                IDLE :  if(HTRANS[1] & HSEL & HREADY & c_hit) 
                            HREADYOUT <= 1'b1;
                        else if(HTRANS[1] & HSEL & HREADY & ~c_hit) 
                            HREADYOUT <= 1'b0;
                        else 
                            HREADYOUT <= 1'b1;
                WAIT :  if(c_wr[1]) 
                            HREADYOUT <= 1'b1;
                        else 
                            HREADYOUT <= 1'b0;
                RW   :  if(HTRANS[1] & HSEL & HREADY & c_hit) 
                            HREADYOUT <= 1'b1;
                        else if(HTRANS[1] & HSEL & HREADY & ~c_hit) 
                            HREADYOUT <= 1'b0;
            endcase
    assign fr_rd        =   ( HTRANS[1] & HSEL & HREADY & ~c_hit & (state==IDLE) ) |
                            ( HTRANS[1] & HSEL & HREADY & ~c_hit & (state==RW) );
    assign c_A          =   last_HADDR[23:0];
    DMC_Nx16 #(.NUM_LINES(NUM_LINES)) 
        CACHE ( 
                .clk(HCLK), 
                .rst_n(HRESETn), 
                .A(last_HADDR[23:0]), 
                .A_h(HADDR[23:0]), 
                .Do(c_datao), 
                .hit(c_hit), 
                .line(c_line), 
                .wr(c_wr[1]) 
            );
    FLASH_READER_SPI FR (   
                .clk(HCLK), 
                .rst_n(HRESETn), 
                .addr({HADDR[23:4], 4'd0}), 
                .rd(fr_rd), 
                .done(fr_done), 
                .line(c_line),
                .sck(sck), 
                .ce_n(ce_n), 
                .miso(miso), 
                .mosi(mosi)
            );
    assign HRDATA   = c_datao;
    always @ (posedge HCLK or negedge HRESETn) begin
        if(~HRESETn) begin
            c_wr <= 2'b0;
        end else begin
            c_wr[0] <= fr_done;
            c_wr[1] <= c_wr[0];
        end
    end
endmodule
$ cat run.sh
#!/bin/bash
# OpenROAD 26Q1-2900-gdf79404cd8, Yosys 0.63+post, stock flow scripts
make -C /OpenROAD-flow-scripts/flow DESIGN_CONFIG=/design/flow/config.mk WORK_HOME=/design/flow/orfs finish
==> PnR_summary.wiki <==
== Implementation results ==
{| class="wikitable"
! Metric !! Value
|-
| Worst-case vdd ir drop || 0.0000350 V
|-
| Largest cells by area after synthesis || sky130_fd_sc_hd__edfxtp_1 (77%), sky130_fd_sc_hd__mux4_2 (17%), sky130_fd_sc_hd__dfrtp_1 (1.3%), sky130_fd_sc_hd__mux2i_1 (0.88%), sky130_fd_sc_hd__clkbuf_1 (0.45%)
|-
| Static Leak || 36.2 nW
|-
| HPWL after detailed placement || 118,000 um
|-
| Routing usage on met2 || 20.7%
|-
| # fillers || 28,502
|-
| Clock net sink count || 2,511
|-
| Cell-by-cell listing of the critical path || buf_4 > buf_12 > buf_4 > buf_4 > mux4_2 > mux4_2 > mux4_2 > clkdlybuf4s50_1
|-
| Final setup vio count || 0
|-
| Post-layout minimum cycle time || 15.11 ns
|-
| CP max stage cell || sky130_fd_sc_hd__dfxtp_4
|-
| Worst Path Required || 33.60 ns
|-
| Synth-to-layout area growth || 14.8%
|-
| Number of buffers between clock root and the deepest sink || 4
|-
| Beginning of the worst register-to-register path || last_HADDR[5]
|-
| Port Buffer Count || 63
|-
| Worst hold path cell count || 0
|-
| Leftover overflow at the end of global routing || 0
|-
| Detailed-route wire length || 215,000 um
|-
| Fin. Hold Viols || 0
|-
| Initial antenna violation count || 4
|-
| Pin count of the biggest net entering global routing || 87
|-
| Placer congestion estimate || 0.829
|-
| Worst relative slew slack || 29.7%
|-
| Number of buffers created by CTS || 245
|-
| IO Count || 76
|-
| R2R cell count || 5
|-
| Final clock period utilization by the worst path || 36.0%
|-
| Die H || 567 um
|-
| Post-synthesis cell type count || 60
|-
| End-of-flow core utilization || 34.6%
|-
| Worst min-delay path endpoint || c_wr[1]
|-
| Async set-or-reset flop fraction in the synthesized netlist || 2.11%
|-
| Worst hold-check path type || reg -> reg
|-
| Max-cap violation count || 0
|-
| Number of search-and-repair iterations in the first detailed-routing pass || 7
|-
| CP startpoint kind || register
|-
| Number of resized instances in the post-cts repair step || 0
|-
| Crit path DAT || 6.71 ns
|-
| Register clock-pin slew on the reported worst setup and hold paths || 0.06 ns
|-
| Slowest Stage Delay on Critical Path || 0.84 ns
|-
| H-tree depth || 4
|-
| Cell Pwr Density || 46.4 nW/um^2
|-
| Highest achievable clock rate || 66.2 MHz
|-
| Total core area || 318,000 um^2
|-
| CTS root buf || sky130_fd_sc_hd__clkbuf_16
|-
| Overall global routing resource usage || 14.5%
|-
| Most common logic cell in the routed design || sky130_fd_sc_hd__edfxtp_1
|-
| Top_reg_cell synth || sky130_fd_sc_hd__edfxtp_1
|-
| Drt initial violations || 2,473
|-
| Setup TNS Final || 0 ns
|-
| Transition time at the pin with the least slew margin || 1.06 ns
|-
| Post-route DRC violation count || 0
|-
| Pins over their slew limit || 0
|-
| M1 GR Usage || 16.3%
|-
| Total number of yosys warnings || 4
|-
| Syn_area_per_cell || 24.6 um^2
|-
| Post-synth area from yosys stat || 95,800 um^2
|-
| Synthesized registers || 2,511
|-
| Fraction of post-synthesis cell area in the top cell type by area || 76.9%
|-
| Final ANT Viol Nets || 0
|-
| Fin Clk Skew || 0.123 ns
|-
| Worst r2r dst || CACHE.LINES[7][11]
|-
| Number of vias per cell || 4.94
|-
| Yosys Instances || 3,894
|-
| Synth Seq Share || 78.4%
|-
| Global-route track usage on met3 || 13.3%
|-
| Count of warning messages emitted by the tools || 44
|-
| Number of standard-cell rows in the floorplan || 207
|-
| Clock latency (worst-skew pair) || 0.91 ns
|-
| Global-route wire length before repair || 317,000 um
|-
| Category of the critical setup timing path || reg -> out
|-
| Critical-path maximum fanout || 69
|-
| Share of final-layout standard cells stronger than drive strength 1 || 30.1%
|-
| Cell type with the largest total area || sky130_fd_sc_hd__edfxtp_1
|-
| Post-synth tally of flip-flops with integrated enable || 2,454
|-
| RSZ-0062 raised after global routing || no
|-
| Total via count after detailed routing || 42,170
|-
| Busiest layer in global routing || met2
|-
| Endpoint kind of the worst setup timing path || output pin
|-
| Number of cells produced by synthesis || 3,894
|-
| Vias in the first global route || 47,969
|-
| # hold bufs at CTS || 0
|-
| DIE AREA || 321,000 um^2
|-
| DR WL/cell || 25.2 um
|-
| Mapped Area || 95,800 um^2
|-
| Commonest cells after routing, fill and taps aside || sky130_fd_sc_hd__edfxtp_1 (2,454), sky130_fd_sc_hd__mux4_2 (728), sky130_fd_sc_hd__clkbuf_16 (246)
|-
| Clock tree from TritonCTS || yes
|-
| Core Util at FP || 30.1%
|-
| Reg-to-reg slack, setup || 38.11 ns
|-
| Outcome || completed
|-
| Setup bufs post-CTS || 0
|-
| Chip width || 567 um
|-
| Hold path startpoint || c_wr[0]
|}
where the power goes:
| part | switching (mW) | internal (mW) |
|---|---|---|
| combinational | 0.111 | 0.116 |
| clock | 0.911 | 1.23 |
| sequential | 0.0111 | 2.72 |
| total | 1.03 | 4.06 |
final cells by class:
class                           instances  area [um^2]  area share, %
Antenna cell                            1         2.50        0.00228
Tap cell                             4180         5230           4.76
Inverter                               11         41.3         0.0376
Sequential cell                      2511        75100           68.3
Timing Repair Buffer                  215         1890           1.72
Clock inverter                        162         1510           1.37
Multi-Input combinational cell       1174        19900           18.1
Clock buffer                          281         6290           5.72
worst max path at each step:
stage / end / slack, ns / cells past startpoint
after global routing: HRDATA[14] / 26.24 / 8
final: HRDATA[14] / 26.89 / 8
after CTS: HRDATA[14] / 26.56 / 8
worst max-delay path: cells and delay by family, from the launching register on:
family | cells | cell delay [ns]
DFF | 1 | 0.84
muxes | 3 | 1.69
buffers and inverters | 5 | 3.12
cells in the mapped netlist, types with 2 or more instances:
library cell	n
sky130_fd_sc_hd__a211oi_1	16
sky130_fd_sc_hd__a21oi_1	20
sky130_fd_sc_hd__a221oi_1	3
sky130_fd_sc_hd__a22o_1	2
sky130_fd_sc_hd__and3_1	22
sky130_fd_sc_hd__buf_1	46
sky130_fd_sc_hd__buf_2	20
sky130_fd_sc_hd__buf_4	8
sky130_fd_sc_hd__buf_6	10
sky130_fd_sc_hd__clkbuf_1	114
sky130_fd_sc_hd__dfrtp_1	50
sky130_fd_sc_hd__dfstp_2	3
sky130_fd_sc_hd__dfxtp_1	4
sky130_fd_sc_hd__edfxtp_1	2454
sky130_fd_sc_hd__ha_1	9
sky130_fd_sc_hd__inv_1	10
sky130_fd_sc_hd__mux2_1	11
sky130_fd_sc_hd__mux2_2	26
sky130_fd_sc_hd__mux2_4	10
sky130_fd_sc_hd__mux2i_1	84
sky130_fd_sc_hd__mux4_2	728
sky130_fd_sc_hd__nand2_1	30
sky130_fd_sc_hd__nand2b_1	7
sky130_fd_sc_hd__nand3_1	8
sky130_fd_sc_hd__nand3b_1	3
sky130_fd_sc_hd__nor2_1	41
sky130_fd_sc_hd__nor2b_1	10
sky130_fd_sc_hd__nor3_1	14
sky130_fd_sc_hd__nor4_1	2
sky130_fd_sc_hd__o21ai_0	39
sky130_fd_sc_hd__o21ai_1	2
sky130_fd_sc_hd__o221ai_1	7
sky130_fd_sc_hd__o22ai_1	13
sky130_fd_sc_hd__or2_2	16
sky130_fd_sc_hd__or3_1	2
sky130_fd_sc_hd__xnor2_1	15
sky130_fd_sc_hd__xor2_1	12
metal layers:
layer / vias to the layer above / part of all wire [%]
met4: 13 / 2.0
met1: 21423 / 33
met2: 3070 / 45
met5: - / 0.18
li1: 17377 / -
met3: 287 / 20
stage by stage:
step	total power [mW]	hold WS, ns	std cells	cell area (um^2)	setup slack, ns
after floorplan	2.94	0.331	3894	95800	30.29
after global placement	3.02	0.347	8091	102000	27.52
after detailed placement	3.02	0.341	8091	102000	27.51
after CTS	5.15	0.354	8534	110000	26.56
after global routing	5.26	0.379	8535	110000	26.24
final	5.10	0.354	8535	110000	26.89
flip-flops by register name, summed over array words and instances (netlist names), named ones only:
register and count:
CACHE.LINES 2048, CACHE.TAGS 256, CACHE.VALID 16, FR.ce_n 1, FR.counter 8, FR.data 128
FR.saddr 20, FR.sck 1, FR.state 1, HREADYOUT 1, c_wr 2, last_HADDR 22
state 3
cells by family after synthesis:
family                     count (synthesis)  synth area share [%]
adders and majority gates                  9                 0.118
AOI/OAI and AO/OA                        116                 0.784
muxes                                    860                  18.6
buffers and inverters                    209                 0.955
and+or+nand+nor                          162                 0.857
DFF                                     2511                  78.4
xor gates and xnor gates                  27                 0.247
Power is estimated from default activity; no workload was simulated.
